===== design/flow/run.sh =====
#!/bin/bash
# OpenROAD 26Q1-2900-gdf79404cd8, Yosys 0.63+post, stock flow scripts
make -C /OpenROAD-flow-scripts/flow DESIGN_CONFIG=/design/flow/config.mk WORK_HOME=/design/flow/orfs finish

===== design/flow/config.mk =====
export PLATFORM = sky130hd
export DESIGN_NAME = instr_cache
export DESIGN_NICKNAME = instr_cache
export VERILOG_FILES = /design/flow/design.v
export SDC_FILE = /design/flow/constraint.sdc
export NUM_CORES = 4
export LEC_CHECK = 1
export CORE_UTILIZATION = 40

===== design/flow/constraint.sdc =====
current_design instr_cache

set clk_period 15.7
set clk_io_pct 0.2

create_clock -name clk0 -period $clk_period [get_ports {clk}]

set non_clock_inputs [all_inputs -no_clocks]
set_input_delay [expr $clk_period * $clk_io_pct] -clock clk0 $non_clock_inputs
set_output_delay [expr $clk_period * $clk_io_pct] -clock clk0 [all_outputs]

===== design/flow/design.v =====
`timescale 1ns / 1ps
module instr_cache
#(
    parameter LOG_SIZE = 4
)
(
    input clk,
    input res,
    input         cached_instr_req,
    input  [31:0] cached_instr_adr,
    output        cached_instr_gnt,
    output        cached_instr_rvalid,
    output [31:0] cached_instr_read,
    input         instr_gnt,
    input         instr_rvalid,
    input  [31:0] instr_read,
    output        instr_req,
    output [31:0] instr_adr    
);
    reg cached_instr_gnt, cached_instr_rvalid, instr_req;
    wire hit;
    wire [LOG_SIZE-1:0] index;
    reg [31:0] lines [2**LOG_SIZE-1:0];
    reg [30-LOG_SIZE-1:0] tags [2**LOG_SIZE-1:0];
    reg [2**LOG_SIZE-1:0] valids;
    assign index = cached_instr_adr[1+LOG_SIZE:2];
    assign hit   = (valids[index] == 1'b0) ? 1'b0 : 
                   (cached_instr_adr[31:2+LOG_SIZE] == tags[index]) ? 1'b1 : 1'b0;
    assign cached_instr_read = lines[index]; 
    assign instr_adr = cached_instr_adr;             
    always @(posedge clk) begin
        if(res == 1'b1)
            valids <= {2**LOG_SIZE{1'b0}};
        else if (instr_rvalid == 1'b1 && cur_state == WAIT_RVALID) begin
            lines[index]  <= instr_read;
            tags[index]   <= cached_instr_adr[31:2+LOG_SIZE];
            valids[index] <= 1'b1;
        end
    end
    localparam STATE = 5;
    localparam IDLE = 5'b00001, SET_GNT = 5'b00010, SET_RVALID = 5'b00100, WAIT_GNT = 5'b01000, WAIT_RVALID = 5'b10000;
    reg [STATE-1:0] cur_state, next_state;
    always @(posedge clk) begin
        if (res == 1'b1)
            cur_state <= IDLE;
        else 
            cur_state <= next_state;
    end
    always @(cur_state, hit, cached_instr_req, instr_gnt, instr_rvalid) begin
        next_state = IDLE;
        cached_instr_gnt = 1'b0;
        cached_instr_rvalid = 1'b0;
        instr_req = 1'b0;
        case (cur_state)   
            IDLE: begin
                if (cached_instr_req) begin
                    if (hit == 1'b1) begin
                        next_state = SET_GNT;
                    end else begin
                        next_state = WAIT_GNT;
                    end
                end 
            end 
            SET_GNT: begin
                next_state = SET_RVALID;
                cached_instr_gnt = 1'b1;    
            end
            SET_RVALID: begin
                next_state = IDLE;
                cached_instr_rvalid = 1'b1;
            end
            WAIT_GNT: begin
                instr_req = 1'b1;
                if (instr_gnt == 1'b1) begin
                    next_state = WAIT_RVALID;
                end else begin
                    next_state = WAIT_GNT;
                end            
            end
            WAIT_RVALID: begin
                if (instr_rvalid == 1'b1) begin
                    next_state = SET_GNT;
                end else begin
                    next_state = WAIT_RVALID;
                end
            end
            default: next_state = IDLE;
        endcase         
    end
endmodule

==> flow_metrics.py <==
# Generated from Yosys and OpenROAD reports
metrics = {
    "hold_path": {
        "worstHoldPathType": "flop to flop",
    },
    "cts": {
        "cts_buffers": 94,
        "cts_tree": "built",
        "insertion_delay_ns": 0.66,
        "clk_path_buf_depth": 3,
        "root_buffer": "clkbuf_16",
        "clock-sinks": 949,
        "htreeDepth": 3,
        "cts.clk_slew.worst_paths_ns": 0.06,
        "postCtsSetupBuffers": 0,
        "cts_hold_buffers": 0,
        "cts_resized": 0,
    },
    "outcome": {
        "status": "complete, no violations",
    },
    "sta": {
        "setup_viol": 0,
        "timing.final.crit_period_ns": 9.52,
        "setup_ws_ns": 6.18,
        "slew_headroom": 0.404,
        "finalHoldViolCount": 0,
        "timing.final.max_slew_violations": 0,
        "finalCritPeriodShare": 0.606,
        "rsz0062_at_grt": "false",
        "fmax_mhz": 105,
        "skew_ns": 0.0371,
        "tightest_slew_ns": 0.892,
        "tns_ns": 0,
    },
    "route": {
        "dr.pass1.iters": 5,
        "drtIter0Drc": 1251,
        "totalWireLength_um": 83100,
        "vias": 17010,
        "remaining_drc_errors": 0,
        "drtAntennaViolNets": 0,
        "wl_per_cell_um": 27.1,
        "viasPerCell": 5.54,
        "antenna_cells": 0,
    },
    "logic_synthesis": {
        "synth_stat.cells": 1636,
        "area_leaders": "edfxtp_1 75%, mux4_2 16%, mux2i_1 1.8%",
        "netlist_logic_family_top": "multiplexers",
        "ys_area_um2": 37000,
        "async_flop_share": 0,
        "synth.top_cell.area_share": 0.753,
        "flop_cell": "edfxtp_1",
        "synthDistinctLibCells": 53,
        "xor_share": 0.00734,
        "ys_sh_simple": 0.0144,
        "synth_flops": 949,
        "synth-edff-count": 928,
        "synth_area_um2": 37000,
        "synth.avg_cell_area_um2": 22.6,
        "synth_cells": 1636,
        "mux_share": 0.177,
        "yosys.area.top_type": "edfxtp_1",
        "ys_sh_aoi": 0.0162,
        "ys_sh_adder": 0.00203,
        "synth_seq_share": 0.764,
        "ys_warn_count": 1,
    },
    "pwr": {
        "p_leak_uw": 0.0134,
        "ir_drop_mv": 0.0997,
        "powerDensity_nw_per_um2": 122,
    },
    "global_route": {
        "use_met3": 0.140,
        "grt_pass1_vias": 18726,
        "antenna_found_initial": 4,
        "grt_pass1_wl_um": 123000,
        "grt_busiest_layer": "met2",
        "grt_use_met2": 0.300,
        "grt_max_degree": 100,
        "grt.total_usage": 0.200,
        "overflow": 0,
        "grt_use_met1": 0.260,
    },
    "floorplan": {
        "io_pins": 136,
        "rows": 111,
        "dieArea_um2": 93700,
        "die_y_um": 306,
        "die_w_um": 306,
        "core-area_um2": 91700,
        "fp_util": 0.404,
    },
    "job": {
        "tool_warnings": 30,
        "max_cap_viol_count": 0,
    },
    "placement": {
        "io_buffer_count": 131,
        "place.gp.congestion": 0.812,
        "dp.final_hpwl_um": 44500,
        "placed_cell_area_um2": 39700,
        "pre_cts_slack_ns": 6.08,
    },
    "layout": {
        "drive_above_1_share": 0.252,
        "syn_to_final_growth_pct": 15.3,
        "final_design_area_no_fill_um2": 42700,
    },
    "worst_setup_path": {
        "worstPathRequired_ns": 12.56,
        "path_class": "input port to output pin",
        "worstPathMaxFanout": 57,
        "cp.arrival_ns": 6.38,
        "end_kind": "output pin",
        "cp-start-kind": "input port",
    },
}
[placed cells by master (no fill, tap or decap), types with 16 or more instances in the layout]
cell	instances
a21oi_1	21
buf_4	62
clkbuf_1	26
clkbuf_16	95
clkdlybuf4s50_1	127
clkinv_1	19
dfxtp_1	21
edfxtp_1	928
mux2i_1	65
mux4_2	258
nand2_1	29
nor2_1	40
xor2_1	16
[cells by family (layout without fill, tap and decap cells)]
kind of cell	after synthesis	in the layout
adders and majority gates	6	6
muxes	331	331
AOI/OAI and AO/OA	79	79
and+or+nand+nor	119	119
xor gates and xnor gates	31	31
DFF	949	949
buffers and inverters	121	371
[stage by stage]
stage,hold WS (ns),cells,power [µW],util
2_1_floorplan,0.393,1636,2980,-
3_3_place_gp,0.442,2904,3090,0.434
3_5_place_dp,0.453,2904,3100,0.434
4_1_cts,0.459,3072,5250,0.466
6_report,0.451,3072,5190,0.466
5_1_grt,0.485,3072,5360,0.466
[synthesized netlist by cell type, drive strengths merged (2+ instances only)]
cell type and count:
o2bb2ai 7, mux4 258, xor2 16, nand4 4, nor2 52, nand2 29
mux2 8, nand2b 3, o32ai 2, o31ai 3, dfxtp 21, a31oi 3
o21ai 4, nor2b 9, nor3 8, a22oi 3, nor4 2, o2111ai 3
o31a 2, and3 3, a21oi 21, edfxtp 928, buf 83, nand3 5
a221oi 11, a2111oi 3, xnor2 15, mux2i 65, a22o 6, a221o 2
clkbuf 27, inv 11, ha 6
[report_power, final]
part,internal (µW),total (µW),switching [µW]
Sequential,2780,2780,0.747
Clock,1250,2150,902
Combinational,122,257,135
Total,4150,5190,1040
[flip-flops by register name, indices dropped and copies added (netlist names)]
signal / count
lines: 512
tags: 416
valids: 16
cur_state: 5
[per-layer routing]
layer,up-vias,part of all wire,wire (µm)
li1,7244,-,-
met1,8581,0.34,28400
met2,1071,0.48,40200
met3,108,0.16,13100
met4,6,0.015,1270
met5,-,0.00058,48
[worst max-delay path: stages]
cell and delay [ns]:
buf_8 0.36, buf_4 0.64, buf_4 0.72, mux4_2 0.42
mux4_2 0.47, clkdlybuf4s50_1 0.53
[path summary, 6_finish.rpt]
kind	start	endpoint	slack, ns	cells after the start
worst max-delay path	cached_instr_adr[3]	cached_instr_read[1]	6.18	6
worst min-delay path	cur_state[3]$_DFF_P_	cur_state[0]$_DFF_P_	0.45	2
worst max register to register	cur_state[1]$_DFF_P_	tags[6][0]$_DFFE_PP_	12.30	6
worst min register to register	cur_state[3]$_DFF_P_	cur_state[0]$_DFF_P_	0.45	2
[cell type report]
class	count	area, µm²
Clock buffer	123	2500
Clock inverter	45	443
Fill cell	7406	49000
Inverter	11	42.5
Multi-Input combinational cell	566	8140
Sequential cell	949	28300
Tap cell	1186	1480
Timing Repair Buffer	192	1790
No activity file was given, so power comes from the tool's default toggle rates.
